$ cat /design/flow/design.v
module FIFO
		 (
			 input clk_100M,
			 input rst_n,
			 input wr_en,
			 input wr_clk,
			 input rd_en,
			 input rd_clk,
			 input [data_bit_width - 1: 0]data_fifo_in,
			 output reg wr_full,
			 output reg rd_empty,
			 output reg [data_bit_width - 1: 0]data_fifo_out = 1'd0
		 );
parameter [31: 0]data_bit_width = 32'd12;  
parameter [31: 0]data_bit_depth = 32'd10;  
parameter [31: 0]data_depth = 32'd1000;  
reg [data_bit_width - 1: 0]ram[1 << data_bit_depth - 1: 0];
reg [data_bit_depth - 1: 0]wr_addr = 1'd0;
reg [data_bit_depth - 1: 0]rd_addr = 1'd0;
reg wr_en_pre = 1'd0;
reg rd_en_pre = 1'd0;
reg wr = 1'd0;
reg rd = 1'd0;
always@(posedge clk_100M or negedge rst_n)
begin
	if (!rst_n)
	begin
		wr <= 1'd0;
		rd <= 1'd0;
		wr_en_pre <= 1'd0;
		rd_en_pre <= 1'd0;
	end
	else
	begin
		wr_en_pre <= wr_en;
		rd_en_pre <= rd_en;
		if ((!rd_en_pre && rd_en) && wr_full)  
		begin
			wr <= 1'd0;
			rd <= 1'd1;
		end
		else if ((!wr_en_pre && wr_en) && rd_empty)  
		begin
			wr <= 1'd1;
			rd <= 1'd0;
		end
	end
end
always@(posedge wr_clk or posedge rd or negedge rst_n)
begin
	if(!rst_n)
	begin
		wr_addr<=1'd0;
		wr_full<=1'd0;
	end
	else
	begin
		if(rd)
		begin
			wr_full<=1'd0;
		end
		else
		begin
			if(wr&&!wr_full) 
			begin
				ram[wr_addr]<=data_fifo_in;
				if (wr_addr < data_depth - 1'd1)
				begin
					wr_addr <= wr_addr + 1'd1;
				end
				else
				begin
					wr_addr<=1'd0;
					wr_full<=1'd1;
				end
			end
		end
	end
end
always@(posedge rd_clk or posedge wr or negedge rst_n)
begin
	if(!rst_n)
	begin
		rd_addr<=1'd0;
		rd_empty<=1'd1;
	end
	else
	begin
		if(wr)
		begin
			rd_empty<=1'd0;
		end
		else
		begin
			if(rd&&!rd_empty) 
			begin
				data_fifo_out<=ram[rd_addr];
				if (rd_addr < data_depth - 1'd1)
				begin
					rd_addr <= rd_addr + 1'd1;
				end
				else
				begin
					rd_addr<=1'd0;
					rd_empty<=1'd1;
				end
			end
		end
	end
end
endmodule
$ cat /design/flow/run.sh
#!/bin/bash
# OpenROAD 26Q1-2900-gdf79404cd8, Yosys 0.63+post, stock flow scripts
make -C /OpenROAD-flow-scripts/flow DESIGN_CONFIG=/design/flow/config.mk WORK_HOME=/design/flow/orfs finish
$ cat /design/flow/config.mk
export PLATFORM = sky130hd
export DESIGN_NAME = FIFO
export DESIGN_NICKNAME = FIFO
export VERILOG_FILES = /design/flow/design.v
export SDC_FILE = /design/flow/constraint.sdc
export NUM_CORES = 4
export LEC_CHECK = 1
export CORE_UTILIZATION = 50
$ cat /design/flow/constraint.sdc
current_design FIFO

set clk_period 2.0
set clk_io_pct 0.2

create_clock -name clk0 -period $clk_period [get_ports {clk_100M}]
create_clock -name clk1 -period $clk_period [get_ports {rd_clk}]
create_clock -name clk2 -period $clk_period [get_ports {wr_clk}]

set non_clock_inputs [all_inputs -no_clocks]
set_input_delay [expr $clk_period * $clk_io_pct] -clock clk0 $non_clock_inputs
set_output_delay [expr $clk_period * $clk_io_pct] -clock clk0 [all_outputs]
==> deck_impl_summary.md <==
Physical Implementation Snapshot

Die
  – Horiz. Die Dim: 682 µm
  – Ports: 32
  – Die height: 682 µm
  – Rows: 249
  – Fp util: 0.503

Synth
  – EDFF count, synth: 6168
  – Mean post-synth cell area: 17.2 µm²
  – Mapped Cells: 13.5k
  – Ys Warns: 9
  – Synth Seq Share: 0.804
  – Async SR Flop Fraction: 0.00420
  – Post-Syn Area: 231000 µm²
  – Commonest flop: edfxtp_1
  – Count of cell types in the netlist: 79
  – # Cells Yosys: 13.5k
  – YS chip area: 231000 µm²
  – Ys flops: 6194

Outcome
  – Status: did not finish
  – Tool error: [ERROR GRT-0183] Net clknet_0_rd_clk: heap underflow during 3D maze routing.
  – Failed at: global routing (5_1_grt)

Placement
  – Port bufs: 29
  – Post-placement cell area: 295000 µm²
  – Detailed Place HPWL: 1160 mm
  – Setup slack at placement: -3.55 ns
  – GPL Wtd Cong: 1.35
  – Inst Count DP: 23.4k

GRT
  – Largest net degree at the start of global routing: 128

Clock tree
  – Clk sinks: 6194
stage by stage:
stage | power (mW) | util
3_5_place_dp | 149 | 0.641
4_1_cts | 265 | 0.698
3_3_place_gp | 149 | 0.641
2_1_floorplan | 146 | -
kinds of logic after synthesis:
family,Yosys count,synth area share
simple gates,3382,0.0793
fa+ha+maj,9,0.000487
compound gates,2973,0.100
flops,6194,0.804
mux,7,0.000314
buf+inv,919,0.0159
xor+xnor,3,0.000114
Yosys cell counts, drive strengths merged (10+ instances only):
cell type,number,share of area
a21oi,35,0.00076
edfxtp,6168,0.80
a22o,396,0.015
a31oi,25,0.00068
a22oi,1976,0.064
and3,29,0.00078
nand3b,13,0.00042
a32o,16,0.00069
a221o,11,0.00048
o2111ai,10,0.00038
a221oi,167,0.0063
nor2,606,0.0098
nand2,414,0.0067
a222oi,47,0.0020
nand4,908,0.025
buf,223,0.0046
o211ai,13,0.00042
a2111oi,15,0.00057
a211oi,11,0.00036
inv,23,0.00037
o22ai,22,0.00059
o21ai,46,0.00099
nand3,260,0.0056
dfbbp,21,0.0030
a41oi,11,0.00042
clkbuf,673,0.011
nor3,586,0.013
nor4,269,0.0073
a21boi,18,0.00058
a32oi,104,0.0039
o2bb2ai,12,0.00045
and4,159,0.0060
or4,61,0.0020
repair_timing:
item	in CTS
hold buffers	20
cloned	15
pin swaps	167
resized	595
setup buffers	203
setup endpoints to repair	6189
endpoints found under the hold margin	1284
No activity file was given, so power comes from the tool's default toggle rates.
