`/design/flow/constraint.sdc`:
```
current_design FIFO_Cycle

set clk_period 50.2
set clk_io_pct 0.2

create_clock -name clk0 -period $clk_period [get_ports {rd_clk}]
create_clock -name clk1 -period $clk_period [get_ports {wr_clk}]

set non_clock_inputs [all_inputs -no_clocks]
set_input_delay [expr $clk_period * $clk_io_pct] -clock clk0 $non_clock_inputs
set_output_delay [expr $clk_period * $clk_io_pct] -clock clk0 [all_outputs]
```
`/design/flow/config.mk`:
```
export PLATFORM = sky130hd
export DESIGN_NAME = FIFO_Cycle
export DESIGN_NICKNAME = FIFO_Cycle
export VERILOG_FILES = /design/flow/design.v
export SDC_FILE = /design/flow/constraint.sdc
export NUM_CORES = 4
export LEC_CHECK = 1
export CORE_UTILIZATION = 50
```
`/design/flow/run.sh`:
```
#!/bin/bash
# OpenROAD 26Q1-2900-gdf79404cd8, Yosys 0.63+post, stock flow scripts
make -C /OpenROAD-flow-scripts/flow DESIGN_CONFIG=/design/flow/config.mk WORK_HOME=/design/flow/orfs finish
```
`/design/flow/design.v`:
```
module FIFO_Cycle
       #
       (
           parameter [31: 0]data_bit_width = 32'd12,  
           parameter [31: 0]data_bit_depth = 32'd10,  
           parameter [31: 0]data_depth = 32'd1000  
       )
       (
           input wr_clk,
           input rd_clk,
           input rst_n,
           input wr_en,
           input rd_en,
           input [data_bit_width - 1: 0]data_fifo_in,
           output reg [data_bit_width - 1: 0]data_fifo_out = 1'd0
       );
reg [data_bit_width - 1: 0]ram[(1 << data_bit_depth) - 1: 0];
reg [data_bit_depth - 1: 0]wr_addr = 1'd0;
reg [data_bit_depth - 1: 0]rd_addr = 1'd0;
always@(posedge wr_clk or negedge rst_n)
begin
    if(!rst_n)
    begin
        wr_addr<=1'd0;
    end
    else
    begin
        if(wr_en)
        begin
            ram[wr_addr]<=data_fifo_in;
            if(wr_addr<data_depth-1'd1)
            begin
                wr_addr<=wr_addr+1'd1;
            end
            else
            begin
                wr_addr<=1'd0;
            end
        end
    end
end
always@(posedge rd_clk or negedge rst_n)
begin
    if(!rst_n)
    begin
        rd_addr<=1'd0;
    end
    else
    begin
        if(rd_en)
        begin
            data_fifo_out<=ram[rd_addr];
            if (rd_addr < data_depth - 1'd1)
            begin
                rd_addr <= rd_addr + 1'd1;
            end
            else
            begin
                rd_addr<=1'd0;
            end
        end
    end
end
endmodule
```
==> out/qor.yml <==
synthArstFlopShare_pct: 0.162
ctsResizeCount: 0
cts_setup_buffers: 0
ios: 29
postSynthCellCount: 27500
hpwl_um: 3520000
synth_warnings: 2
grt_usage_pct: 117
grt_first_pass_wirelength_um: 6140000
hold_buffers: 0
grt_pass1_vias: 490000
rows: 353
yosysTopAreaCellShare_pct: 79.4
largest_area_cell: "edfxtp_1"
gp_congestion: 1.65
status: "did not finish"
die_y_um: 966
synth_cell_types: 82
edf_count: 12300
placed_cells: 42500
ys_area_um2: 465000
synthFlopType: "edfxtp_1"
syn_area_um2: 465000
cts_sinks: 12300
die_w_um: 966
ys_top_cells_by_area: "edfxtp_1 (79%), a22oi_1 (5.8%), nand4_1 (2.1%)"
seq_area_frac_synth_pct: 79.5
grt_start_max_net_pins: 110
overflow: 166000
synth_flops: 12300
syn_avg_cell_area_um2: 16.9
lastStage: "global routing"
initCoreUtil_pct: 50.3
yosys_cells: 27500
firstError: "[ERROR GRT-0116] Global routing finished with congestion. Check the congestion regions in the DRC Viewer."
port_buffers: 27
-- kinds of logic after synthesis --
| family | Yosys count | synth area share [%] |
|---|---|---|
| xor gates and xnor gates | 8 | 0.0151 |
| AOI/OAI and AO/OA | 6817 | 11.3 |
| buffers and inverters | 1926 | 1.62 |
| and+or+nand+nor | 6410 | 7.45 |
| DFF | 12300 | 79.5 |
| muxes | 35 | 0.0783 |
| adders and majority gates | 9 | 0.0242 |
-- metrics by stage --
step	instance area, um^2	hold slack [ps]	utilization [%]	total power [W]	worst slack, ps
2_1_floorplan	465000	525	-	0.0124	37710
3_3_place_gp	518000	533	56.0	0.0156	34730
3_5_place_dp	519000	543	56.0	0.0156	34620
4_1_cts	560000	582	60.5	0.0250	35880
-- cells in the mapped netlist, types with 267 or more instances --
master    count
nor4_1      375
nor2_1     1297
a22oi_1    3565
clkbuf_1   1285
nand2_1     603
a22o_1      742
nor3_1      924
buf_1       393
nand4_1    1574
edfxtp_1  12300
a21oi_1     348
nand3_1     694
o22ai_1     267
a32oi_1     440
-- layer usage --
layer | global-route usage, % | GRT overflow
met1 | 138 | 67200
met5 | 84.6 | 2106
met3 | 106 | 29600
met2 | 122 | 54600
met4 | 97.2 | 12000
Power and IR drop assume default switching activity.
