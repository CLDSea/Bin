==> /design/flow/run.sh <==
#!/bin/bash
# OpenROAD 26Q1-2900-gdf79404cd8, Yosys 0.63+post, stock flow scripts
make -C /OpenROAD-flow-scripts/flow DESIGN_CONFIG=/design/flow/config.mk WORK_HOME=/design/flow/orfs finish
==> /design/flow/config.mk <==
export PLATFORM = sky130hd
export DESIGN_NAME = ADS805
export DESIGN_NICKNAME = ADS805
export VERILOG_FILES = /design/flow/design.v
export SDC_FILE = /design/flow/constraint.sdc
export NUM_CORES = 4
export LEC_CHECK = 1
export CORE_AREA = 10 10 91 91
export DIE_AREA = 0 0 101 101
==> /design/flow/constraint.sdc <==
current_design ADS805

set clk_period 2.3
set clk_io_pct 0.2

create_clock -name clk0 -period $clk_period [get_ports {clk_fs}]

set non_clock_inputs [all_inputs -no_clocks]
set_input_delay [expr $clk_period * $clk_io_pct] -clock clk0 $non_clock_inputs
set_output_delay [expr $clk_period * $clk_io_pct] -clock clk0 [all_outputs]
==> /design/flow/design.v <==
module ADS805
		 (
			 input clk_fs, 
			 input rst_n,
			 input [11: 0]adc_in, 
			 output reg [11: 0]adc_data_u = 1'd0,
			 output reg signed [11: 0]adc_data_s = 1'd0
		 );
reg [11: 0]adc_data_reg = 1'd0;
reg signed [11: 0]adc_data_reg2 = 1'd0;
always@(negedge clk_fs or negedge rst_n)
begin
	if (!rst_n)
	begin
		adc_data_reg <= 1'd0;
	end
	else
	begin
		adc_data_reg <= adc_in;
	end
end
always@(posedge clk_fs or negedge rst_n)
begin
	if (!rst_n)
	begin
		adc_data_reg2 <= 1'd0;
		adc_data_u <= 1'd0;
		adc_data_s <= 1'd0;
	end
	else
	begin
		adc_data_reg2 <= {adc_data_reg[11], ~adc_data_reg[10: 0]}+1'd1;
		adc_data_u <= {~adc_data_reg2[11], adc_data_reg2[10: 0]};
		adc_data_s <= adc_data_reg2;
	end
end
endmodule
==> results_slide.txt <==
Key Metrics from the Run

Drt
  – WL final: 2.17 mm
  – Drt first pass iters: 2
  – Post-DRT Antenna Nets: 0
  – DR WL/cell: 11.0 um
  – ANT cells: 0
  – Vias after detailed routing: 663
  – Drt drc: 0
  – Via-per-instance ratio: 3.37
  – Initial drt markers: 25

Critical path
  – Critical path arrival: 2.55 ns
  – Critical path capture point type: register
  – WS Path Type: reg2reg
  – Critical-path cell list: nor4_4, nor3b_2, xnor2_1
  – CP peak stage delay: 0.39 ns
  – Critical path peak fanout: 4
  – CP max-delay cell: dfrtn_1
  – CP Launch Type: register
  – Required time worst endpoint: 2.51 ns

Floorplanning
  – Die height: 101 um
  – Num rows: 29
  – IO Pins: 38
  – Total die size: 10200 um2
  – FP Core Util: 19.3%
  – Core Area: 6350 um2
  – Die Wd: 101 um

Logic synthesis
  – Max-area cell share: 50.9%
  – EDFF count, synth: 0
  – Cells after synthesis: 77
  – Syn Std Cell Area: 1230 um2
  – Yosys stat chip area: 1230 um2
  – Ys cells: 77
  – Biggest area consumer among synthesized cells: dfrtp_1
  – Yosys cell types: 16
  – #FFs+latches synth: 37
  – Asr flop ratio synth: 100%
  – Seq/Total Area, Yosys: 75.4%
  – Synth cell count leaders: dfrtp_1, dfrtn_1, buf_4
  – Top cells by area: dfrtp_1, dfrtn_1, buf_4
  – Yosys top cell by instances: dfrtp_1
  – YS warnings: 1
  – Syn_area_per_cell: 16.0 um2
  – Commonest flop: dfrtp_1

Timing
  – Slew headroom: 71.4%
  – Slew @ Worst Pin: 0.430 ns
  – Final setup fails: 3
  – Final WS setup: -0.0422 ns
  – Slew Limit Fails: 0
  – RSZ-0062 raised after global routing: yes
  – Fin. Hold Viols: 0
  – Worst clock skew: 0.0172 ns
  – Fin Setup TNS: -0.0832 ns

Power and ir drop
  – Pwr dens: 757 nW/um2
  – Net switching fraction of the power: 20.2%
  – Sw power: 280 uW
  – Cell Int Power: 1100 uW
  – Flop pwr share: 51.5%
  – Clock power share: 39.6%
  – VDD IR max: 317 uV
  – Leak Pwr: 0.000753 uW
  – Logic gate share of total power: 8.8%

Status
  – Failing checks: setup timing
  – Status: complete, but fails checks

Clocking
  – Clk slew on worst S/H paths: 0.08 ns
  – TritonCTS clock tree: done
  – Clk buf depth: 2
  – TritonCTS buffer count: 5
  – Hold Buf Count CTS: 0
  – H-tree levels: 2
  – Root Driver: clkbuf_8
  – Clock Sinks: 37
  – Clock latency (worst-skew pair): 0.29 ns

Layout
  – Layout cells sized above 1: 21.7%
  – P&R area growth vs syn: 48.8%
  – Filler instances: 614
  – Final Cell Area: 1830 um2

Place
  – DP Area: 1660 um2
  – GP Congestion: 0.808
  – PortBufs: 37
  – DPL Wire Length: 1.67 mm

Flow run
  – Max-cap violation count: 0
  – Tool warnings: 27

GRT
  – GRT overflow: 0
  – First-pass GRT wire length: 3.52 mm
  – Largest net degree at the start of global routing: 21
  – Antenna violations before repair: 0
  – Number of global-route vias before repair: 705
  – GRT Total Usage: 4.25%

Hold path
  – Hold/Removal Path Class: in2async
==> worst max-delay path: cells and delay by family, from the launching register on <==
family	cells	cell delay (ns)
XOR/XNOR	1	0.14
flip-flops	1	0.39
AND/OR/NAND/NOR	2	0.59
==> power by group through the flow <==
stage / sequential [uW] / combinational (uW) / clock [uW]
after CTS: 714 / 123 / 572
after global routing: 719 / 135 / 596
final: 713 / 123 / 549
==> cell families (layout without fill, tap and decap cells) <==
family	after synthesis	in the layout	share of synthesized area [%]
buffers and inverters	14	57	7.64
AND/OR/NAND/NOR	15	15	8.86
XOR/XNOR	10	10	7.13
flip-flops	37	37	75.4
adder cells (fa/ha/maj)	1	1	1.02
==> placed cells by master (no fill, tap or decap) <==
master,Yosys,final
inv_6,0,1
dfrtp_1,25,25
nand4bb_1,1,1
ha_4,0,1
xor2_1,4,4
nor4_4,1,1
buf_4,11,9
nor4_2,0,1
nand2b_4,0,1
nor2_1,3,3
nor4_1,3,2
nor3_4,0,1
nor3b_2,1,1
dfrtn_1,12,12
buf_2,0,1
clkdlybuf4s50_1,0,36
bufinv_16,0,1
inv_1,3,2
inv_2,0,1
nand3_1,2,2
xnor2_2,0,1
clkbuf_8,0,5
clkinv_2,0,1
nand2_1,2,2
xnor2_1,6,5
==> stage by stage <==
stage                     hold WS [ns]  utilization, %  cells  total power [uW]  setup WS (ns)
after floorplan                  0.164               -     77               752       0.000227
after global placement           0.334            26.1    187               839        -0.0653
after detailed placement         0.335            26.1    187               843        -0.0656
after CTS                        0.108            28.5    196              1410        -0.0344
after global routing             0.128            28.8    197              1450        -0.0968
final                            0.104            28.8    197              1380        -0.0422
==> path summary, 6_finish.rpt <==
| kind | slack (ns) | start | endpoint | cells after the start |
|---|---|---|---|---|
| min | 0.10 | rst_n | adc_data_s[1] | 1 |
| min in group clk0 | 0.35 | adc_data_reg2[3] | adc_data_s[3] | 0 |
| max in group asynchronous | 0.83 | rst_n | adc_data_reg[11] | 1 |
| max reg2reg | -0.04 | adc_data_reg[6] | adc_data_reg2[8] | 3 |
| max | -0.04 | adc_data_reg[6] | adc_data_reg2[8] | 3 |
| min reg2reg | 0.35 | adc_data_reg2[3] | adc_data_s[3] | 0 |
==> final cells by class <==
| type | instances | area (um2) | area share, % |
|---|---|---|---|
| clock buffers | 5 | 68.8 | 3.76 |
| repair buffers | 46 | 433 | 23.7 |
| inverters | 3 | 11.3 | 0.616 |
| flip-flops and latches | 37 | 926 | 50.7 |
| clock inverters | 3 | 43.8 | 2.40 |
| multi-input cells | 26 | 249 | 13.6 |
| well taps | 77 | 96.3 | 5.27 |
==> what timing repair did <==
item	CTS	global route
pin swaps	2	3
setup endpoints to repair	8	8
resized	5	2
buffers inserted	1	1
==> routing by layer <==
layer | wire length [um] | track usage [%]
met1 | 849 | 5.27
met2 | 837 | 5.70
met3 | 433 | 3.33
met4 | 49 | 0.965
met5 | 0 | 0
Power figures rest on the tool's default switching activity, not on a simulated workload.
